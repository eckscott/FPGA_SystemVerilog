==> flow/design.v <==
module seven_segment4 #(CLK_FREQUENCY=100_000_000, REFRESH_RATE=200)(
    output logic[7:0] segment,       
    output logic[3:0] anode,         
    input logic[15:0] data_in,       
    input logic[3:0] blank,          
    input logic[3:0] dp_in,          
    input logic rst, clk);           
    localparam DIGIT_DISPLAY_CLOCKS = CLK_FREQUENCY / REFRESH_RATE / 4;
    localparam DIGIT_COUNTER_WIDTH = $clog2(DIGIT_DISPLAY_CLOCKS);
    logic [DIGIT_COUNTER_WIDTH-1:0] digit_display_counter;
    logic [1:0] digit_select;
    logic [3:0] display_data;
    always_ff @(posedge clk) begin   
        if (rst)
            digit_display_counter <= 0;
        else begin
            if (digit_display_counter == DIGIT_DISPLAY_CLOCKS - 1)
                digit_display_counter <= 0;
            else
                digit_display_counter <= digit_display_counter + 1;
        end
    end
    always_ff @(posedge clk) begin  
        if (rst)
            digit_select <= 0;
        else if (digit_display_counter == DIGIT_DISPLAY_CLOCKS - 1)
            digit_select <= digit_select + 1;
    end
    always_comb begin
        display_data = 4'b0000;  
        if (digit_select == 0)
            display_data = data_in[3:0];
        else if (digit_select == 1)
            display_data = data_in[7:4];
        else if (digit_select == 2)
            display_data = data_in[11:8];
        else if (digit_select == 3)
            display_data = data_in[15:12];
    end
    always_comb begin
        case(display_data)
            4'b0000: segment[6:0] = 7'b1000000;  
            4'b0001: segment[6:0] = 7'b1111001;  
            4'b0010: segment[6:0] = 7'b0100100;  
            4'b0011: segment[6:0] = 7'b0110000;  
            4'b0100: segment[6:0] = 7'b0011001;  
            4'b0101: segment[6:0] = 7'b0010010;  
            4'b0110: segment[6:0] = 7'b0000010;  
            4'b0111: segment[6:0] = 7'b1111000;  
            4'b1000: segment[6:0] = 7'b0000000;  
            4'b1001: segment[6:0] = 7'b0010000;  
            4'b1010: segment[6:0] = 7'b0001000;  
            4'b1011: segment[6:0] = 7'b0000011;  
            4'b1100: segment[6:0] = 7'b1000110;  
            4'b1101: segment[6:0] = 7'b0100001;  
            4'b1110: segment[6:0] = 7'b0000110;  
            4'b1111: segment[6:0] = 7'b0001110;  
            default: segment[6:0] = 7'b1000000;  
        endcase 
    end
    always_comb begin
        case(digit_select)
            2'b00: segment[7] = ~dp_in[0];
            2'b01: segment[7] = ~dp_in[1];
            2'b10: segment[7] = ~dp_in[2];
            2'b11: segment[7] = ~dp_in[3];
            default: segment[7] = 1;
        endcase
    end
    always_comb begin
        anode = 4'b1111;
        if ((digit_select == 0) && (blank[0] == 0))
            anode[0] = 0;
        if ((digit_select == 1) && (blank[1] == 0))
            anode[1] = 0;
        if ((digit_select == 2) && (blank[2] == 0))
            anode[2] = 0;
        if ((digit_select == 3) && (blank[3] == 0))
            anode[3] = 0;       
    end
endmodule
module rx #(CLK_FREQUENCY=100_000_000, BAUD_RATE=19_200)(
    output logic[7:0] Dout,
    output logic Receive, parityErr,
    input logic clk, rst, Sin, ReceiveAck);    
    localparam CLK_CYCLE_BAUD = CLK_FREQUENCY / BAUD_RATE;
    localparam BAUD_COUNTER_WIDTH = $clog2(CLK_CYCLE_BAUD);
    localparam ODD = 1'b1;
    logic [BAUD_COUNTER_WIDTH-1:0] timer;     
    logic clrTimer, timerDone, timerHalfDone;      
    logic clrBit, incBit, bitDone;                 
    logic[3:0] bitCounter;
    logic[9:0] bitReg;                             
    logic shift;
    typedef enum logic[2:0] {INIT, IDLE, START, BITS, PAR, STOP, WAIT} StateType;
    StateType ns, cs;
    always_ff @(posedge clk) begin
        if (rst)               
            timer <= 0;
        else begin
            timer <= timer + 1;
            if (clrTimer)       
                timer <= 0;
            else if (timer == CLK_CYCLE_BAUD - 1)
                timer <= 0;
        end
    end
    assign timerDone = (timer == CLK_CYCLE_BAUD - 1);
    assign timerHalfDone = (timer == ((CLK_CYCLE_BAUD - 1) / 2));
    always_ff @(posedge clk) begin
        if (rst)
            bitCounter <= 0;
        else begin
            if (clrBit)
                bitCounter <= 0;
            else if (incBit)
                bitCounter <= bitCounter + 1;
        end 
    end
    assign bitDone = (bitCounter >= 8);
    always_ff @(posedge clk) begin
        if (rst)
            bitReg <= 10'b1111111111;
        else begin
            if (shift)
                bitReg <= {Sin, bitReg[9:1]};
        end
    end
    assign Dout = bitReg[7:0];
    assign parityErr = ~((^Dout)^bitReg[8]);
    always_ff @(posedge clk)
        cs <= ns;
    always_comb begin
        ns = cs;
        clrTimer = 0;
        clrBit = 0;
        shift = 0;
        incBit = 0;
        Receive = 0;
        if (rst)
            ns = INIT;
        else
            case (cs)
                INIT: begin         
                    if (Sin)
                        ns = IDLE;
                end
                IDLE: begin                
                    if (!Sin) begin
                        ns = START;
                        clrTimer = 1;
                        clrBit = 1;
                    end          
                end
                START: begin    
                    if (timerHalfDone) begin
                        ns = BITS;
                        clrTimer = 1;
                    end
                end
                BITS: begin                 
                    if (timerDone && !bitDone) begin
                        shift = 1;
                        incBit = 1;
                    end
                    else if (timerDone && bitDone) begin 
                        ns = PAR;
                        shift = 1;
                    end 
                end
                PAR: begin   
                    if (timerDone) begin
                        ns = STOP;
                        shift = 1;
                    end
                end
                STOP: begin
                    if (timerDone)
                        ns = WAIT;
                end 
                WAIT: begin                 
                    Receive = 1;
                    if (ReceiveAck)
                        ns = INIT;
                end
            endcase       
    end 
endmodule
module rx_top #(CLK_FREQUENCY=100_000_000, BAUD_RATE=19_200, REFRESH_RATE=19_200,
            WAIT_TIME_US=5_000)(
    output logic[7:0] segment,
    output logic[3:0] anode,
    output logic rx_debug, parityErr,
    input logic clk, btnd, rx_in);
    logic sync_reset1, sync_reset, sync_rx1, sync_rx;
    logic acknowledge, rx_parityErr;
    logic[7:0] received_data, ack_data, char_count;
    logic[15:0] data_out;
    logic ack_edge_sig1, ack_edge_sig2, ack_edge_sig;
    localparam BLANK = 4'b0000;
    localparam DP_3 = 4'b0100;
    always_ff @(posedge clk)
        sync_rx1 <= rx_in;
    always_ff @(posedge clk)
        sync_rx <= sync_rx1;
    always_ff @(posedge clk)
        sync_reset1 <= btnd;
    always_ff @(posedge clk)
        sync_reset <= sync_reset1;
    rx receiever(.clk(clk), .rst(sync_reset), .Sin(sync_rx), .Dout(received_data),
                 .Receive(acknowledge), .ReceiveAck(acknowledge),
                 .parityErr(rx_parityErr));
    assign rx_debug = ~rx_in;
    always_ff @(posedge clk)
        ack_edge_sig1 <= acknowledge;
    always_ff @(posedge clk)
        ack_edge_sig2 <= ack_edge_sig1;
    assign ack_edge_sig = (ack_edge_sig1 & ~ack_edge_sig2);
    always_ff @(posedge clk) begin
        if (sync_reset)
            char_count <= 0;
        else
            if (ack_edge_sig)
                char_count <= char_count + 1;
    end 
    always_ff @(posedge clk) begin
        if (sync_reset)
            ack_data = 0;
        else
            if (acknowledge)
                ack_data = received_data;
    end
    always_ff @(posedge clk) begin
        if (sync_reset)
            parityErr = 0;
        else
            if (acknowledge)
                parityErr = rx_parityErr;
    end 
    seven_segment4 seven_seg_disp(.segment(segment), .anode(anode), .data_in(data_out),
                                  .blank(BLANK), .dp_in(DP_3), .rst(sync_reset), .clk(clk));
    assign data_out = {char_count, ack_data};
endmodule
==> flow/run.sh <==
#!/bin/bash
# OpenROAD 26Q1-2900-gdf79404cd8, Yosys 0.63+post, stock flow scripts
make -C /OpenROAD-flow-scripts/flow DESIGN_CONFIG=/design/flow/config.mk WORK_HOME=/design/flow/orfs finish
==> flow/config.mk <==
export PLATFORM = sky130hd
export DESIGN_NAME = rx_top
export DESIGN_NICKNAME = rx_top
export VERILOG_FILES = /design/flow/design.v
export SDC_FILE = /design/flow/constraint.sdc
export NUM_CORES = 4
export LEC_CHECK = 1
export CORE_UTILIZATION = 30
==> flow/constraint.sdc <==
current_design rx_top

set clk_period 3.6
set clk_io_pct 0.2

create_clock -name clk0 -period $clk_period [get_ports {clk}]

set non_clock_inputs [all_inputs -no_clocks]
set_input_delay [expr $clk_period * $clk_io_pct] -clock clk0 $non_clock_inputs
set_output_delay [expr $clk_period * $clk_io_pct] -clock clk0 [all_outputs]
==> flow_summary.ini <==
; physical design summary
[sta]
setup_tns_ns = 0
finalClockPeriodUsage_pct = 97.14
hold_viol = 0
min_period_ns = 3.497
slew_headroom_pct = 59.50
slew_viol_final = 0
clock_skew_ns = 0.004409
timing.hold.ws_ns = 0.3298
tightest_slew_ns = 0.6067
clock.fmax_ghz = 0.2860
setup-violations-final = 0
setup_ws_ns = 0.1031

[synth]
synthesis.area_um2 = 3560
synth_chip_area_um2 = 3560
yosys_most_used_dff = dfxtp_1
synth.distinct_cells = 45
postSynthAreaPerCell_um2 = 9.442
area_leaders = dfxtp_1, nor2_1, xnor2_1
netlist_instances = 377
synth_area_leader_cell = dfxtp_1
edf_count = 0
ys_seq_share_pct = 42.74
ys_async_sr_fraction_pct = 0
numSynthFlops = 76
ys_cells = 377
synth_top_area_share_pct = 42.74
yosysWarnings = 3

[clock_tree]
hold_buffers = 0
path_clk_slew_ns = 0.06
cts.path.max_buffers = 2
cts_tree = done
cts_buffers = 9
htreeDepth = 3
cts_root_buf = clkbuf_16
cts_sinks = 76
clkLatencyLatePin_ns = 0.33

[setup_path]
cp.arrival_ns = 2.78
cp_max_fo = 7
critical_path_class = reg2out
end_kind = primary output
critPathLaunchType = flop
cp.required_ns = 2.88

[route]
vias = 2486
drc_errors = 0
totalWireLength_um = 5982
ant_nets = 0
drt_iter0_drc = 100
first_pass_iters = 4
vias_per_cell = 4.528
routedWlPerCell_um = 10.90
diodes = 0

[die]
num_rows = 39
die_h_um = 110.9
num_io_pins = 17
chip_area_um2 = 12310
initCoreUtil_pct = 31.04
core_area_um2 = 11470
fp.dieW_um = 110.9

[global_route]
track_usage_pct = 10.61
grt_start_max_net_pins = 42
antenna_found_initial = 0
grt_overflow = 0
grt_pass1_vias = 2473
grt_pass1_wl_um = 10940

[placed_design]
dpl.hpwl_um = 3924
place.gp.congestion = 0.7715
port_buffers = 16
pre_cts_ws_ns = 0.04623

[power]
max-vdd-ir-drop_v = 0.0004652
power.density_nw_per_um2 = 417.5
power_uw = 1781
power.leakage_uw = 0.001562

[finish]
fin_util_pct = 37.20
drive_gt1_share_pct = 12.56
area_delta_synth_final_pct = 19.82

[job]
log.warning_count = 36
cap_violations = 0

[worst_hold_path]
hp-class = reg2reg

[status]
outcome = finished, final reports clean
==> cell usage in the layout, fill, tap and decap left out, types with 3 or more instances in the layout <==
cell type / Yosys / routed
dfxtp_1: 76 / 74
nor2_1: 63 / 63
xnor2_1: 24 / 24
nand3_1: 21 / 21
xor2_1: 20 / 20
inv_1: 21 / 19
mux2i_1: 16 / 16
clkdlybuf4s50_1: 0 / 15
nor2b_1: 13 / 13
nand2_1: 11 / 11
a211o_1: 10 / 10
ha_1: 16 / 10
clkbuf_16: 0 / 9
buf_4: 3 / 8
a21oi_1: 6 / 6
nand4_1: 6 / 6
and3_1: 5 / 5
nor3_1: 5 / 5
o21a_1: 4 / 4
o21ai_0: 4 / 4
mux2_2: 4 / 4
nand3b_1: 4 / 4
nor3b_1: 4 / 4
nor4_1: 4 / 4
a221o_1: 3 / 3
ha_4: 0 / 3
ha_2: 0 / 3
==> per-stage QoR <==
| step | std cells | instance area [um2] |
|---|---|---|
| final | 549 | 4265 |
| after global routing | 549 | 4265 |
| after CTS | 547 | 4203 |
| after detailed placement | 527 | 3844 |
| after global placement | 527 | 3844 |
| after floorplan | 377 | 3560 |
==> synth_stat cells, types with 2 or more instances <==
library cell	number
nor4_1	4
ha_1	16
and3_1	5
mux2i_1	16
buf_6	3
a221o_1	3
nand3b_1	4
nand2_1	11
dfxtp_1	76
nand4_1	6
nor2_1	63
o21ai_0	4
o21a_1	4
a22o_1	2
buf_4	3
nor3_1	5
buf_1	4
a211oi_1	2
mux2_2	4
a211o_1	10
nor2b_1	13
a22oi_1	3
nor3_2	2
buf_2	2
inv_1	21
nand3_1	21
xnor2_1	24
nor3b_1	4
xor2_1	20
or2_2	2
a21oi_1	6
==> cell type report <==
cell class	count	area (um2)
well taps	143	178.9
flip-flops and latches	76	1526
fillers	1112	7202
clock buffers	12	256.5
repair buffers	26	245.2
clock inverters	4	47.55
multi-input cells	267	1929
inverters	21	81.33
==> kinds of logic after synthesis <==
group           share of synthesized area, %
compound gates                         8.190
xor+xnor                               10.83
fa+ha+maj                              5.624
buf+inv                                4.604
flops                                  42.74
mux                                    5.764
simple gates                           22.25
==> critical path: stages (launching register included) <==
cell and delay [ns]:
dfxtp_4 0.37, ha_2 0.20, nor2b_2 0.16, a221o_1 0.31, a22oi_2 0.18, buf_6 0.15
inv_1 0.06, ha_2 0.19, mux2_2 0.26, a22o_1 0.18, clkdlybuf4s50_1 0.40
==> flip-flops by register name, summed over array words and instances (netlist names), 2 cells and up <==
name                                  cells
receiever.bitCounter                      4
seven_seg_disp.digit_display_counter     17
receiever.cs                              7
char_count                                8
seven_seg_disp.digit_select               2
receiever.timer                          13
ack_data                                  8
receiever.bitReg                         10
==> metal layers <==
| layer | GRT usage, % | vias up | part of all wire [%] |
|---|---|---|---|
| met5 | 0 | - | 0 |
| met4 | 1.867 | 0 | 2.0 |
| met3 | 2.787 | 10 | 3.7 |
| met2 | 16.27 | 32 | 42 |
| met1 | 15.50 | 1122 | 52 |
| li1 | - | 1322 | - |
==> report_power, final <==
group	total, uW	internal [uW]	switching [uW]	leakage (uW)
sequential	858	851	7.15	0.000617
clock	890	571	319	0.000149
combinational	32.3	11.7	20.6	0.000797
total	1780	1430	347	0.00156
==> final timing paths <==
check,depth (start not counted),startpoint,slack [ns],endpoint
min,0,sync_reset1$_DFF_P_,0.33,sync_reset$_DFF_P_
min reg2reg,0,sync_reset1$_DFF_P_,0.33,sync_reset$_DFF_P_
max reg2reg,6,seven_seg_disp.digit_display_counter[0]$_SDFF_PP0_,1.45,seven_seg_disp.digit_display_counter[2]$_SDFF_PP0_
max,10,seven_seg_disp.digit_select[0]$_SDFFE_PP0N_,0.10,segment[6]
==> timing repair <==
action                                  in CTS  in global routing
resized                                      8                 12
pin swaps                                    2                  1
endpoints found under the setup margin       6                  7
endpoints found under the hold margin        0                  0
setup buffers                                4                  2
gates cloned                                 0                  0
Power is estimated from default activity; no workload was simulated.
