--- design.v ---
module seven_segment4 #(CLK_FREQUENCY=100_000_000, REFRESH_RATE=200)(
    output logic[7:0] segment,       
    output logic[3:0] anode,         
    input logic[15:0] data_in,       
    input logic[3:0] blank,          
    input logic[3:0] dp_in,          
    input logic rst, clk);           
    localparam DIGIT_DISPLAY_CLOCKS = CLK_FREQUENCY / REFRESH_RATE / 4;
    localparam DIGIT_COUNTER_WIDTH = $clog2(DIGIT_DISPLAY_CLOCKS);
    logic [DIGIT_COUNTER_WIDTH-1:0] digit_display_counter;
    logic [1:0] digit_select;
    logic [3:0] display_data;
    always_ff @(posedge clk) begin   
        if (rst)
            digit_display_counter <= 0;
        else begin
            if (digit_display_counter == DIGIT_DISPLAY_CLOCKS - 1)
                digit_display_counter <= 0;
            else
                digit_display_counter <= digit_display_counter + 1;
        end
    end
    always_ff @(posedge clk) begin  
        if (rst)
            digit_select <= 0;
        else if (digit_display_counter == DIGIT_DISPLAY_CLOCKS - 1)
            digit_select <= digit_select + 1;
    end
    always_comb begin
        display_data = 4'b0000;  
        if (digit_select == 0)
            display_data = data_in[3:0];
        else if (digit_select == 1)
            display_data = data_in[7:4];
        else if (digit_select == 2)
            display_data = data_in[11:8];
        else if (digit_select == 3)
            display_data = data_in[15:12];
    end
    always_comb begin
        case(display_data)
            4'b0000: segment[6:0] = 7'b1000000;  
            4'b0001: segment[6:0] = 7'b1111001;  
            4'b0010: segment[6:0] = 7'b0100100;  
            4'b0011: segment[6:0] = 7'b0110000;  
            4'b0100: segment[6:0] = 7'b0011001;  
            4'b0101: segment[6:0] = 7'b0010010;  
            4'b0110: segment[6:0] = 7'b0000010;  
            4'b0111: segment[6:0] = 7'b1111000;  
            4'b1000: segment[6:0] = 7'b0000000;  
            4'b1001: segment[6:0] = 7'b0010000;  
            4'b1010: segment[6:0] = 7'b0001000;  
            4'b1011: segment[6:0] = 7'b0000011;  
            4'b1100: segment[6:0] = 7'b1000110;  
            4'b1101: segment[6:0] = 7'b0100001;  
            4'b1110: segment[6:0] = 7'b0000110;  
            4'b1111: segment[6:0] = 7'b0001110;  
            default: segment[6:0] = 7'b1000000;  
        endcase 
    end
    always_comb begin
        case(digit_select)
            2'b00: segment[7] = ~dp_in[0];
            2'b01: segment[7] = ~dp_in[1];
            2'b10: segment[7] = ~dp_in[2];
            2'b11: segment[7] = ~dp_in[3];
            default: segment[7] = 1;
        endcase
    end
    always_comb begin
        anode = 4'b1111;
        if ((digit_select == 0) && (blank[0] == 0))
            anode[0] = 0;
        if ((digit_select == 1) && (blank[1] == 0))
            anode[1] = 0;
        if ((digit_select == 2) && (blank[2] == 0))
            anode[2] = 0;
        if ((digit_select == 3) && (blank[3] == 0))
            anode[3] = 0;       
    end
endmodule
module debounce #(CLK_FREQUENCY=100_000_000, WAIT_TIME_US=5000)(
    output logic debounced,      
    input logic clk, rst, noisy);    
    localparam TIMER_CLOCK_COUNT = (CLK_FREQUENCY / 1_000_000) * WAIT_TIME_US;
    localparam TIMER_CLOCK_WIDTH = $clog2(TIMER_CLOCK_COUNT);
    logic[TIMER_CLOCK_WIDTH-1:0] timer;
    logic clrTimer, timerDone;
    typedef enum logic[2:0] {S0, S1, S2, S3} StateType;
    StateType ns, cs;
    always_ff @(posedge clk) begin
        if (clrTimer)               
            timer <= 0;
        else begin
            timerDone <= 0;
            timer <= timer + 1;
            if (timer == TIMER_CLOCK_COUNT - 1) begin
                timerDone <= 1;
                timer <= 0;
            end
        end
    end
    always_ff @(posedge clk)
        cs <= ns;
    always_comb begin
        ns = cs;
        debounced = 0;
        clrTimer = 0;
        if (rst)
            ns = S0;
        else
            case(cs)
                S0: begin
                    clrTimer = 1;
                    if (noisy)
                        ns = S1;
                    else
                        ns = S0;
                end 
                S1: begin
                    if (!noisy)
                        ns = S0;
                    else if (!timerDone)
                        ns = S1;
                    else
                        ns = S2;
                end
                S2: begin
                    debounced = 1;
                    clrTimer = 1;
                    if (!noisy)
                        ns = S3;
                    else
                        ns = S2;
                end
                S3: begin
                    debounced = 1;
                    if (noisy)
                        ns = S2;
                    else if (!timerDone)
                        ns = S3;
                    else
                        ns = S0;
                end   
            endcase
    end 
endmodule
module tx #(CLK_FREQUENCY=100_000_000, BAUD_RATE=19_200)(
    output logic Sout, Sent,          
    input logic[7:0] Din,            
    input logic clk, rst, Send);     
    localparam CLK_CYCLE_BAUD = CLK_FREQUENCY / BAUD_RATE;
    localparam BAUD_COUNTER_WIDTH = $clog2(CLK_CYCLE_BAUD);
    localparam ODD = 1'b1;
    logic [BAUD_COUNTER_WIDTH-1:0] timer;     
    logic clrTimer, timerDone;                     
    logic clrBit, incBit, bitDone;                 
    logic[3:0] bitCounter;
    logic[9:0] bitReg;                             
    logic load, shift, parity;
    typedef enum logic[2:0] {IDLE, START, BITS, PAR, STOP, WAIT} StateType;
    StateType ns, cs;
    always_ff @(posedge clk) begin
        if (rst)               
            timer <= 0;
        else begin
            timerDone <= 0;
            timer <= timer + 1;
            if (clrTimer) begin        
                timer <= 0;
            end
            else if (timer == CLK_CYCLE_BAUD - 1) begin
                timerDone <= 1;
                timer <= 0;
            end
        end
    end
    always_ff @(posedge clk) begin
        if (rst)
            bitCounter <= 0;
        else begin
            if (clrBit)
                bitCounter <= 0;
            else if (incBit)
                bitCounter <= bitCounter + 1;
        end 
    end
    assign bitDone = (bitCounter >= 8);
    assign parity = (^Din) ^ ODD;
    always_ff @(posedge clk) begin
        if (rst)
            bitReg <= 10'b1111111111;
        else begin
            if (load)
                bitReg <= {parity, Din, 1'b0};
            else if (shift)
                bitReg <= {1'b1, bitReg[9:1]};
        end
    end 
    assign Sout = bitReg[0];
    always_ff @(posedge clk)
        cs <= ns;
    always_comb begin
        ns = cs;
        clrTimer = 0;
        clrBit = 0;
        load = 0;
        shift = 0;
        incBit = 0;
        Sent = 0;
        if(rst)
            ns = IDLE;
        else
            case (cs)
                IDLE: begin          
                    clrTimer = 1;
                    clrBit = 1;
                    if (Send) begin  
                        ns = START;
                        load = 1;
                    end
                end
                START: begin                 
                    if (timerDone) begin
                        ns = BITS;
                        shift = 1;           
                    end
                end
                BITS: begin                  
                    if (timerDone && !bitDone) begin
                        shift = 1;
                        incBit = 1;
                    end 
                    else if (timerDone && bitDone) begin 
                        ns = PAR;
                        shift = 1;
                    end 
                end
                PAR: begin                   
                    if (timerDone) begin
                        ns = STOP;
                        shift = 1;
                    end 
                end
                STOP: begin                  
                    if (timerDone)
                        ns = WAIT;
                end
                WAIT: begin                  
                    Sent = 1;
                    if (!Send)
                        ns = IDLE;
                end
            endcase
    end 
endmodule
module tx_top #(CLK_FREQUENCY=100_000_000, BAUD_RATE=19_200,
            REFRESH_RATE=19_200, WAIT_TIME_US=5_000)(
    output logic[7:0] segment,           
    output logic[3:0] anode,             
    output logic tx_debug, sent, tx_out,  
    input logic[7:0] sw,                 
    input logic clk, btnc, btnd);        
    logic sync_btnc, sync_btnc1, sync_reset, sync_reset1;  
    logic send;
    logic[7:0] data_in1, data_in2;
    logic[15:0] data_in;
    localparam BLANKED_DIGITS = 4'b1100;
    localparam DEC_POINTS = 4'b0000;
    always_ff @(posedge clk)
        sync_btnc1 <= btnc;
    always_ff @(posedge clk)
        sync_btnc <= sync_btnc1;
    always_ff @(posedge clk)
        sync_reset1 <= btnd;
    always_ff @(posedge clk)
        sync_reset <= sync_reset1;
    debounce btn_debouncer(.debounced(send), .clk(clk), .rst(sync_reset),
                           .noisy(sync_btnc));
    seven_segment4 seven_seg_disp(.data_in(data_in), .blank(BLANKED_DIGITS),
                                  .dp_in(DEC_POINTS), .clk(clk), .rst(sync_reset),
                                  .anode(anode), .segment(segment));
    assign data_in1 = sw;
    assign data_in2 = 0;
    assign data_in = {data_in2, data_in1};
    tx transmit_mod(.rst(sync_reset), .clk(clk), .Send(sync_btnc), .Sout(tx_out), .Sent(sent),
                    .Din(sw));
    assign tx_debug = ~tx_out;
endmodule
--- run.sh ---
#!/bin/bash
# OpenROAD 26Q1-2900-gdf79404cd8, Yosys 0.63+post, stock flow scripts
make -C /OpenROAD-flow-scripts/flow DESIGN_CONFIG=/design/flow/config.mk WORK_HOME=/design/flow/orfs finish
--- config.mk ---
export PLATFORM = sky130hd
export DESIGN_NAME = tx_top
export DESIGN_NICKNAME = tx_top
export VERILOG_FILES = /design/flow/design.v
export SDC_FILE = /design/flow/constraint.sdc
export NUM_CORES = 4
export LEC_CHECK = 1
export CORE_UTILIZATION = 50
--- constraint.sdc ---
current_design tx_top

set clk_period 3.9
set clk_io_pct 0.2

create_clock -name clk0 -period $clk_period [get_ports {clk}]

set non_clock_inputs [all_inputs -no_clocks]
set_input_delay [expr $clk_period * $clk_io_pct] -clock clk0 $non_clock_inputs
set_output_delay [expr $clk_period * $clk_io_pct] -clock clk0 [all_outputs]
==> impl_metrics.tcl <==
# collected from the flow reports
set metrics [dict create \
    ys_cells 324 \
    n_antenna_cell 0 \
    holdPathStages 0 \
    topCellsByArea "dfxtp_1 (40%), xnor2_1 (7.5%), nor2_1 (6.3%)" \
    crit_chain "clkdlybuf4s50_1 > nand2_1 > o21a_1 > inv_1 > ha_1 > mux4_2 > clkdlybuf4s50_1" \
    htreeDepth 3 \
    drt_iter0_markers 73 \
    path_class "input pin to output pin" \
    crit_fanout 7 \
    synth_area_um2 2800 \
    place_inst 407 \
    grt_overflow 0 \
    wl_mm 4.86 \
    worst_pin_slew_ps 843 \
    setup_viol 0 \
    power.share.clock 0.455 \
    drtPass1Iterations 4 \
    rsz0062_at_grt "no" \
    cts_hold_buffers 0 \
    synth.avg_cell_area_um2 8.63 \
    io_buffers 22 \
    post-route-min-period_ps 3600 \
    area_delta_synth_final_pct 16.9 \
    io_pins 26 \
    core_area_um2 5240 \
    drc 0 \
    combPwrFrac 0.078 \
    postSynthSeqShare 0.412 \
    internal_power_mw 1.03 \
    dp_hpwl_mm 3.33 \
    startpoint_type "input pin" \
    yosysMostFrequentCell "dfxtp_1" \
    log.warning_count 34 \
    fp-row-count 26 \
    vias 2177 \
    cts-root-buf "clkbuf_8" \
    cts_sinks 57 \
    r2r_start "seven_seg_disp.digit_display_counter[4]" \
    track_usage 0.177 \
    critPathSlowestCell "mux4_2" \
    rrSetupSlack_ps 1940 \
    ant_nets 0 \
    instances_no_fill 423 \
    fin_area_um2 3270 \
    hold_end "sync_reset" \
    grt_max_degree 20 \
    ys_warn_count 4 \
    ys_area_um2 2800 \
    fp_util 0.534 \
    max_slew_margin 0.430 \
    switching_share 0.209 \
    p_seq_frac 0.467 \
    maxCapViolCount 0 \
    cts_buffers 9 \
    ir_drop_v 0.000288 \
    finalHoldViolations 0 \
    clock_latency_ps 330 \
    hold_path_class "register to register" \
    r2r_end "seven_seg_disp.digit_display_counter[6]" \
    clkTransAtPathRegs_ps 60 \
    die_area_um2 5900 \
    max_freq_mhz 277 \
    grt_first_pass_wirelength_mm 8.44 \
    yosysTopAreaCell "dfxtp_1" \
    p_leak_nw 1.26 \
    wl_per_cell_um 11.5 \
    vias_per_cell 5.15 \
    synth_cells 324 \
    p_total_mw 1.30 \
    antenna_found_initial 0 \
    top_cells_by_count "dfxtp_1 (56), nor2_1 (47), nand2_1 (29), xnor2_1 (24), inv_1 (17)" \
    die_h_um 76.8 \
    worstPathArrival_ps 2820 \
    p_per_area_nw_per_um2 398 \
    slew_violations 0 \
    max_stage_delay_ps 470 \
    placed_cell_area_um2 3060 \
    yosysUniqueCellTypes 51 \
    async_reset_ff_frac 0 \
    status "finished, final reports clean" \
    grt_pass1_vias 1935 \
    ys_ff 57 \
    clk_path_buf_depth 2 \
    logic_area_um2 1520 \
    cp.required_ps 3120 \
    end_kind "output pin" \
    postCtsSetupRepairBufs 0 \
    edf_count 1 \
    power.switching_mw 0.272 \
    flop_cell "dfxtp_1" \
    gp_congestion 0.834 \
    flop_area_um2 1150 \
    cts_resized 0 \
    r2r_cells 4 \
    cp_common_cell "clkdlybuf4s50_1" \
    cts_tree "built" \
    finalSetupTns_ps 0 \
    die_width_um 76.8 \
    hold_path.startpoint "sync_reset1" \
    nFillCells 475 \
    fin_skew_ps 8.06 \
    netlist.area_leader.share 0.401 \
    finalCritPeriodShare 0.924 \
    drive_above_1_share 0.0623 \
]
[power by group through the flow]
stage	Combinational, mW	Clock (mW)	Sequential (mW)
global route	0.116	0.637	0.610
finish	0.102	0.592	0.608
CTS	0.103	0.608	0.608
[state kept, by name (all words and copies together), names as in the netlist]
name and count:
seven_seg_disp.digit_display_counter 17, seven_seg_disp.digit_select 2, sync_btnc 1, sync_btnc1 1, sync_reset 1, sync_reset1 1
transmit_mod.bitCounter 4, transmit_mod.bitReg 10, transmit_mod.cs 6, transmit_mod.timer 13, transmit_mod.timerDone 1
[cell type report]
type / instances / area share
Tap cell: 70 / 0.0268
Inverter: 17 / 0.0195
Clock buffer: 13 / 0.0455
Multi-Input combinational cell: 239 / 0.464
Sequential cell: 57 / 0.352
Timing Repair Buffer: 24 / 0.0719
Clock inverter: 3 / 0.0199
[how the worst max path moves through the flow]
stage / from / slack, ps / to / cells after the start
global route: sw[0] / 180 / segment[3] / 7
finish: sw[0] / 300 / segment[3] / 7
CTS: sw[4] / 290 / segment[3] / 7
[metrics by stage]
step / util / hold slack, ps / worst slack (ps)
after CTS: 0.624 / 326 / 293
after detailed placement: 0.583 / 312 / 296
after global routing: 0.624 / 332 / 180
after global placement: 0.583 / 313 / 303
after floorplan: - / 310 / 1220
final: 0.624 / 326 / 296
[cells in the final DEF (no fill, tap or decap), drive strengths merged, types with 4 or more instances in the layout]
cell,netlist,final
o21ai,13,13
and3,13,13
a21oi,8,8
or3,4,4
ha,12,12
inv,17,17
or4,5,5
nand4,6,6
clkbuf,6,13
nor4,4,4
clkdlybuf4s50,0,22
mux2i,4,4
xor2,9,9
nor2,47,47
nand2,29,29
nor3,5,5
xnor2,24,24
nand3,17,17
dfxtp,56,56
[cells by family after synthesis]
kind of cell             Yosys count  share of synthesized area
AND-OR/OR-AND                     40                     0.0944
buffers and inverters             30                     0.0483
AND/OR/NAND/NOR                  145                      0.261
XOR/XNOR                          33                      0.103
adder cells (fa/ha/maj)           12                     0.0537
other                              1                    0.00134
flip-flops                        57                      0.412
multiplexers                       6                     0.0264
[worst max-delay path, delay by kind of cell]
kind,cells,cell delay (ps)
adders and majority gates,1,250
buffers and inverters,3,990
and+or+nand+nor,1,90
muxes,1,470
AOI/OAI and AO/OA,1,250
[layer usage]
layer,GRT usage,vias up,wire [um],part of all wire
li1,-,1150,-,-
met1,0.284,987,2630,0.54
met2,0.255,35,2000,0.41
met3,0.0387,5,184,0.038
met4,0.0269,0,40,0.0082
met5,0,-,0,0
